==> ./design.v <==
module data_memory (
    input clk,
    input we_mem,             
    input [15:0] addr,
    input [15:0] data_in,
    output [15:0] data_out
);
    reg [15:0] mem [0:255];
    integer i;
    initial begin
        for (i = 0; i < 256; i = i + 1) begin
            mem[i] = 16'b0;
        end
    end
    always @(posedge clk) begin
        if (we_mem) begin
            mem[addr] <= data_in;
        end
    end
    assign data_out = mem[addr];
endmodule
==> ./run.sh <==
#!/bin/bash
# OpenROAD 26Q1-2900-gdf79404cd8, Yosys 0.63+post, stock flow scripts
make -C /OpenROAD-flow-scripts/flow DESIGN_CONFIG=/design/flow/config.mk WORK_HOME=/design/flow/orfs finish
==> ./config.mk <==
export PLATFORM = sky130hd
export DESIGN_NAME = data_memory
export DESIGN_NICKNAME = data_memory
export VERILOG_FILES = /design/flow/design.v
export SDC_FILE = /design/flow/constraint.sdc
export NUM_CORES = 4
export LEC_CHECK = 1
export CORE_UTILIZATION = 30
==> ./constraint.sdc <==
current_design data_memory

set clk_period 20.3
set clk_io_pct 0.2

create_clock -name clk0 -period $clk_period [get_ports {clk}]

set non_clock_inputs [all_inputs -no_clocks]
set_input_delay [expr $clk_period * $clk_io_pct] -clock clk0 $non_clock_inputs
set_output_delay [expr $clk_period * $clk_io_pct] -clock clk0 [all_outputs]
==> results_slide.txt <==
Implementation Results

Detailed routing
  • Count of vias placed by the detailed router: 72,069
  • Violation count after the first detailed-route iteration: 4,693
  • Iteration count of the initial detailed-routing pass: 5
  • Count of antenna-violating nets left after detailed routing: 0
  • Remaining routing DRC violations: 0
  • Average detailed-routed wire length per instance: 26.93 µm
  • Ratio of routed vias to standard cells: roughly 5.0
  • Final WL: around 400 mm

Logic synthesis
  • Post-Synthesis Mean Instance Area: 23.11 µm²
  • Yosys chip area: 155,100 µm²
  • Number of warning messages in the yosys log: 1
  • Yosys Instances: 6,711
  • Post-synth EDFFs: 4,096
  • Synth top area share: 0.7931
  • Library cells used by synthesis: 21
  • Number of flip-flops and latches in the synthesized netlist: 4,096
  • Fraction of synthesis flops using an asynchronous set or reset pin: 0
  • Cell taking the most area after synthesis: sky130_fd_sc_hd__edfxtp_1
  • Ys flop type: sky130_fd_sc_hd__edfxtp_1
  • Most numerous cell types in the synthesized netlist: 4,096 x sky130_fd_sc_hd__edfxtp_1, 1,024 x sky130_fd_sc_hd__mux4_2, 512 x sky130_fd_sc_hd__a22oi_1, 256 x sky130_fd_sc_hd__a21oi_1, 249 x sky130_fd_sc_hd__clkbuf_1
  • Most frequently used cell type in the post-synthesis netlist: sky130_fd_sc_hd__edfxtp_1
  • Post-synthesis instance total: 6,711
  • Sequential share of the synthesized area: 0.7931
  • Top post-synthesis cells by area: sky130_fd_sc_hd__edfxtp_1 79%, sky130_fd_sc_hd__mux4_2 15%, sky130_fd_sc_hd__a22oi_1 2.5%, sky130_fd_sc_hd__a21oi_1 0.83%, sky130_fd_sc_hd__clkbuf_1 0.60%
  • Summed instance area of the synthesized netlist: 155,100 µm²

STA
  • Worst Setup Slack, final: 6.128 ns
  • Fin crit period: 14.17 ns
  • FMAX: 0.07056 GHz
  • Pins Over Slew Limit: 0
  • Slew margin rel.: 0.07046
  • Total negative setup slack: 0 ns
  • Final Setup Violations: 0
  • Number of hold-slack violations in the final timing report: 0
  • Worst-margin pin slew: roughly 1.4 ns
  • Cycle use final: 0.6981
  • Setup repair after global routing missed its margin: no

Worst setup path
  • CP arrival: between 10 and 15 ns
  • Max incr delay on CP: slightly above 0.8 ns
  • Cell with the most instances on the worst path: sky130_fd_sc_hd__buf_4
  • Critical path, cell by cell: buf_16, buf_4, buf_4, buf_12, buf_4, mux4_2, a22oi_1, a21oi_1, o41ai_2, nand4_1, clkdlybuf4s50_1
  • Type of destination of the critical path: output pin
  • Critical-path maximum fanout: 60
  • Slowest cell on crit path: sky130_fd_sc_hd__o41ai_2
  • Required time of the critical path: 16.24 ns
  • Kind of launch point of the worst setup path: input pin
  • Crit path kind: in -> out

Clock tree
  • Buffers inserted during post-CTS setup optimization: 0
  • Cells resized by post-CTS repair: 0
  • CTS Buf Count: 410
  • Clock transition at the register clock pins on the worst setup and hold paths after CTS: 0.06 ns
  • Clock Sink Count: 4,096
  • CTS Hold Bufs: 0
  • Maximum buffer depth of the clock tree: 4
  • CTS tree: done
  • Clock tree root driver cell: sky130_fd_sc_hd__clkbuf_16
  • Total number of H-tree levels: 5

GRT
  • Initial antenna violation count: 14
  • Via count of the first global-routing pass: 81,216
  • Overflow after GRT: 0
  • Global-route wire length before repair: 559.7 mm
  • Total global routing track utilization: 0.1601
  • Pin count of the biggest net entering global routing: 137

Power and ir drop
  • Portion of total power attributed to combinational logic: 0.045
  • Net Switching: 0.003659 W
  • Power per Cell Area: between 90 and 100 nW/µm²
  • Share of total power consumed by net switching: 0.2096
  • Total leakage power: 54.22 nW
  • Cell internal power dissipation: 0.01380 W
  • Portion of total power attributed to the clock network: 0.421
  • Maximum VDD drop: approximately 0.092 mV
  • Register share of total power: 0.534
  • Total power: 0.01745 W

Min path
  • HP Start: data_in[8]
  • End point of the most critical hold path: mem[77][8]
  • Worst min-delay path category: in -> reg
  • Number of instances on the worst hold path: 1

Job
  • Tool warning count: between 40 and 50
  • Number of maximum-capacitance violations: 0

Finish
  • Post-Route Utilization: 0.3497
  • Count of filler cells inserted in the layout: 46,374
  • Flip-flop count of the largest register, all copies and words added: 4,096
  • Synth-to-layout area growth: 15.92%
  • Top reg by flops: mem
  • Top Registers: mem (4096)
  • Share of cells above drive strength 1: 0.2946

Die
  • Die span in y: 721.0 µm
  • Site row count: around 260
  • Chip area: 519,800 µm²
  • Die Span X: 721.0 µm
  • Number of top-level pins: 50
  • Area of the placeable core: 514,000 µm²
  • Starting density of the core: 0.3017

Status
  • Result of the run: finished clean

Placement
  • HPWL after detailed placement: 226.7 mm
  • Number of I/O port buffers: 41
  • Global placer's final weighted congestion: 0.8355
  • Pre-CTS setup slack: 6.062 ns
[how the worst max path moves through the flow]
stage	start	end	slack, ns
after CTS	addr[0]	data_out[13]	6.06
after global routing	addr[0]	data_out[8]	5.56
final	addr[0]	data_out[13]	6.13
[final cells by class]
class / count / area, µm² / share of cell area
flip-flops and latches: 4096 / 123000 / 0.6842
multi-input cells: 2194 / 30720 / 0.1709
clock buffers: 491 / 10690 / 0.05948
well taps: 6890 / 8621 / 0.04796
repair buffers: 521 / 4267 / 0.02373
clock inverters: 262 / 2434 / 0.01354
diodes: 11 / 27.53 / 0.0001531
inverters: 1 / 3.754 / 0.00002088
[per-layer routing]
metal	share of wire	GRT usage	vias up	wire (µm)
met5	0.0030	0.01979	-	1187
met4	0.030	0.04076	34	11870
met3	0.19	0.1418	605	73810
met2	0.48	0.2458	4606	187000
met1	0.30	0.1572	36783	115800
li1	-	-	30041	-
[cells by family after synthesis]
| group | count (synthesis) | synth area share |
|---|---|---|
| buf+inv | 421 | 0.01240 |
| mux | 1024 | 0.1487 |
| compound gates | 832 | 0.03666 |
| simple gates | 338 | 0.009093 |
| flops | 4096 | 0.7931 |
[worst max-delay path: cells and delay by family]
kind                   cells  cell delay [ns]
buffers and inverters      6             3.09
AND/OR/NAND/NOR            1             0.73
AND-OR/OR-AND              3             1.36
multiplexers               1             0.59
[placed cells by master, fill, tap and decap left out, types with 2 or more instances in the layout]
cell type and instances:
sky130_fd_sc_hd__a21oi_1 256, sky130_fd_sc_hd__nand2b_4 2, sky130_fd_sc_hd__inv_16 2, sky130_fd_sc_hd__clkinv_8 8, sky130_fd_sc_hd__nand4_1 16, sky130_fd_sc_hd__nor2b_4 2
sky130_fd_sc_hd__clkinv_16 6, sky130_fd_sc_hd__o41ai_2 29, sky130_fd_sc_hd__o41ai_1 35, sky130_fd_sc_hd__buf_4 468, sky130_fd_sc_hd__nand3_1 6, sky130_fd_sc_hd__clkinvlp_4 19
sky130_fd_sc_hd__clkdlybuf4s50_1 23, sky130_fd_sc_hd__clkinv_1 89, sky130_fd_sc_hd__edfxtp_1 4096, sky130_fd_sc_hd__nand2b_1 4, sky130_fd_sc_hd__nand2_2 4, sky130_fd_sc_hd__nor2b_1 2
sky130_fd_sc_hd__clkinv_4 5, sky130_fd_sc_hd__buf_8 17, sky130_fd_sc_hd__clkinv_2 93, sky130_fd_sc_hd__buf_12 12, sky130_fd_sc_hd__mux4_2 1024, sky130_fd_sc_hd__a22oi_1 512
sky130_fd_sc_hd__clkbuf_16 416, sky130_fd_sc_hd__nor2b_2 3, sky130_fd_sc_hd__nor2_2 36, sky130_fd_sc_hd__nor2_1 195, sky130_fd_sc_hd__nand2_1 23, sky130_fd_sc_hd__nor3_2 30
sky130_fd_sc_hd__bufinv_16 35, sky130_fd_sc_hd__diode_2 11, sky130_fd_sc_hd__clkbuf_1 75, sky130_fd_sc_hd__nand3_2 7, sky130_fd_sc_hd__inv_6 4, sky130_fd_sc_hd__and2_1 2
[through the flow]
| step | cells | cell area [µm²] | hold WS (ns) |
|---|---|---|---|
| after floorplan | 6711 | 155100 | 4.159 |
| after global placement | 13702 | 166600 | 4.468 |
| after detailed placement | 13702 | 166600 | 4.479 |
| after CTS | 14455 | 179700 | 3.438 |
| after global routing | 14461 | 179700 | 3.497 |
| final | 14466 | 179800 | 3.499 |
[power by group through the flow]
| stage | logic (W) | registers (W) | clock network [W] |
|---|---|---|---|
| 4_1_cts | 0.000797 | 0.00933 | 0.00747 |
| 5_1_grt | 0.000848 | 0.00932 | 0.00778 |
| 6_report | 0.000785 | 0.00933 | 0.00734 |
Power is estimated from default activity; no workload was simulated.
