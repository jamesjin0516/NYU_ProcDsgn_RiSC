<file path="/design/flow/design.v">
module ALU (
    input [15:0] alu_src1,
    input [15:0] alu_src2,
    input ADD,
    input NAND,
    input PASS1,
    input EQ,
    output [15:0] alu_out,
    output eq_out
);
    assign eq_out = alu_src1 == alu_src2;
    always @(*) begin
        if (ADD)
            alu_out = alu_src1 + alu_src2;
        else if (NAND)
            alu_out = ~(alu_src1 & alu_src2);
        else if (PASS1)
            alu_out = alu_src1;
        else
            alu_out = 16'b0;
    end
endmodule
</file>
<file path="/design/flow/run.sh">
#!/bin/bash
# OpenROAD 26Q1-2900-gdf79404cd8, Yosys 0.63+post, stock flow scripts
make -C /OpenROAD-flow-scripts/flow DESIGN_CONFIG=/design/flow/config.mk WORK_HOME=/design/flow/orfs finish
</file>
<file path="/design/flow/config.mk">
export PLATFORM = sky130hd
export DESIGN_NAME = ALU
export DESIGN_NICKNAME = ALU
export VERILOG_FILES = /design/flow/design.v
export SDC_FILE = /design/flow/constraint.sdc
export NUM_CORES = 4
export LEC_CHECK = 1
export CORE_AREA = 10 10 86 86
export DIE_AREA = 0 0 96 96
</file>
<file path="/design/flow/constraint.sdc">
current_design ALU

set clk_period 13.9
set clk_io_pct 0.2

create_clock -name clk0 -period $clk_period

set non_clock_inputs [all_inputs -no_clocks]
set_input_delay [expr $clk_period * $clk_io_pct] -clock clk0 $non_clock_inputs
set_output_delay [expr $clk_period * $clk_io_pct] -clock clk0 [all_outputs]
</file>
==> out/metrics.yaml <==
floorplanning:
  rows: 27
  dieArea_mm2: 0.00922
  fp_util: 0.226
  io-pin-count: 53
  chipHeight_um: 96
  core_mm2: 0.00554
  die_x_um: 96
grt:
  grt_pass1_wl_um: 7320
  grt_overflow_total: 0
  antenna_found_initial: 0
  grt_pass1_vias: 1528
  grt_max_degree: 34
  grt_use_total: 0.0942
critical_path:
  cp_num_buf_inv: 2
  max_stage_delay_ns: 0.52
  cp_cell_sequence: "clkdlybuf4s50_1, ha_1, a211oi_4, o211ai_2, nand3_2, a21oi_1, o31ai_1, clkdlybuf4s50_1"
  cp-start-kind: "input pin"
  path_class: "in2out"
  cp_slowest_cell: "clkdlybuf4s50_1"
  path_common_cell: "clkdlybuf4s50_1"
  crit_family: "buffers and inverters"
  cp.arrival_ns: 5.20
  critPathCaptureType: "primary output"
  cp_max_fo: 6
  required_ns: 11.12
power_and_ir_drop:
  p_seq_frac: 0
  powerDensity_mw_per_mm2: 42.5
  switching_share: 0.468
  clkPwrFrac: 0
  ir_drop_mv: 0.0168
  combPwrFrac: 1.000
  p_total_uw: 77.7
  p_sw_uw: 36.3
  p_int_uw: 41.3
  leakage_uw: 0.000703
hold_path:
  hp-class: "in2out"
synthesis:
  synthesis.area_mm2: 0.00125
  syn_area_per_cell_um2: 6.70
  ys_chip_area_mm2: 0.00125
  ys_cells: 187
  synth_cell_type_count: 40
  yosysWarnings: 5
  synthCells: 187
  ys_seq_frac: 0
finish:
  ff_latch_area_um2: 0
  drive_gt1_frac: 0.0568
  fin_util: 0.329
  fin_area_mm2: 0.00183
  area_delta_synth_final_pct: 45.8
  clock_buffers: 0
  seq_cell_count: 0
  fill_cells: 631
placement:
  placed_area_mm2: 0.00183
  dp_hpwl_um: 3550
  port_buffers: 52
  place.gp.congestion: 0.889
detailed_routing:
  viasPerCell: 4.97
  vias: 1496
  wire_per_inst_um: 14.5
  first_iter_violations: 75
  ant_nets: 0
  drc: 0
  routed_wl_um: 4360
  dr.pass1.iters: 4
  n_antenna_cell: 0
timing:
  period_needed_ns: 7.98
  whs_ns: 6.60
  maxSlewViolCount: 0
  tightest_slew_ns: 0.714
  rsz0062_at_grt: "no"
  clock.fmax_ghz: 0.125
  fin_tns_setup_ns: 0
  setup-violations-final: 0
  max_slew_margin: 0.522
  layout_worst_path_cycle_share: 0.574
  hold_viol: 0
run:
  warning_count: 34
  drv_cap: 0
clock_network:
  holdBufCountCts: 0
  post_cts_resized: 0
  cts_setup_buffers: 0
run_status:
  status: "complete, no violations"
cell usage after synthesis (3+ instances only):
master / n / area (µm²)
a221oi_1: 10 / 87.6
xnor2_1: 5 / 43.8
nor2b_1: 5 / 31.3
nand3_1: 4 / 20.0
clkbuf_1: 6 / 22.5
mux2i_1: 3 / 30.0
nor3_1: 5 / 25.0
a31oi_1: 3 / 18.8
xor2_1: 5 / 43.8
nor2_1: 9 / 33.8
a21o_1: 3 / 22.5
nor4_1: 5 / 31.3
buf_2: 6 / 30.0
a21oi_1: 27 / 135
o21ai_0: 10 / 50.1
a211oi_1: 3 / 22.5
nand2_1: 16 / 60.1
nand2b_1: 3 / 18.8
ha_1: 17 / 213
inv_1: 14 / 52.6
power groups by stage:
stage	registers, µW	clock network [µW]	logic [µW]
global route	0	0	87.5
finish	0	0	77.7
CTS	0	0	78.9
placed cells by master (no fill, tap or decap), drive strengths merged, types with 3 or more instances in the layout:
cell type / n
a221oi: 10
inv: 14
a31oi: 3
nand2b: 3
nor2b: 5
nand2: 17
ha: 17
a21o: 3
o21ai: 12
clkdlybuf4s50: 52
xor2: 5
nor4: 6
nand3: 6
mux2i: 3
a21oi: 29
nor2: 9
a211oi: 6
nor3: 5
xnor2: 5
cells by family (layout without fill, tap and decap cells):
logic type | Yosys count | after routing | share of synthesized area
xor gates and xnor gates | 10 | 10 | 0.0699
and+or+nand+nor | 57 | 57 | 0.246
muxes | 3 | 3 | 0.0240
adders and majority gates | 17 | 17 | 0.170
AOI/OAI and AO/OA | 74 | 74 | 0.407
buffers and inverters | 26 | 68 | 0.0839
metal layers:
layer  vias up  wire length (µm)  GRT usage
li1        796                 -          -
met1       669              2130      0.133
met2        31              1980      0.154
met3         0               246     0.0189
met4         0                 0    0.00123
met5         -                 0          0
through the flow:
step | cells | setup WS [ns]
floorplan | 187 | 7.08
global placement | 301 | 5.88
detailed placement | 301 | 5.86
CTS | 301 | 5.86
global route | 301 | 5.72
finish | 301 | 5.92
final cells by class:
class | count | area, µm² | area share
inverters | 14 | 52.6 | 0.0288
multi-input cells | 161 | 1150 | 0.629
well taps | 72 | 90.1 | 0.0493
repair buffers | 54 | 536 | 0.293
final timing paths:
path | from | to | slack, ns | depth (start not counted)
min | alu_src1[9] | alu_out[9] | 6.60 | 4
max | alu_src1[3] | alu_out[14] | 5.92 | 8
worst min-delay path, cell delays in order:
cell             delay, ns
clkdlybuf4s50_1       0.42
a21oi_1               0.13
mux2i_1               0.07
clkdlybuf4s50_1       0.41
No activity file was given, so power comes from the tool's default toggle rates.
