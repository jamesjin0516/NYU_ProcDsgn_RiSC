### constraint.sdc
current_design register_file

set clk_period 5.3
set clk_io_pct 0.2

create_clock -name clk0 -period $clk_period [get_ports {clk}]

set non_clock_inputs [all_inputs -no_clocks]
set_input_delay [expr $clk_period * $clk_io_pct] -clock clk0 $non_clock_inputs
set_output_delay [expr $clk_period * $clk_io_pct] -clock clk0 [all_outputs]
### design.v
module register_file (
    input clk,
    input we_reg,           
    input [2:0] src1,
    input [2:0] src2,
    input [2:0] tgt,
    input [15:0] write_data,
    output [15:0] src1_val,
    output [15:0] src2_val
);
    reg [15:0] registers [0:7];
    integer i;
    initial begin
        for (i = 0; i < 8; i = i + 1) begin
            registers[i] = 16'b0;
        end
    end
    assign src1_val = registers[src1];
    assign src2_val = registers[src2];
    always @(posedge clk) begin
        if (we_reg && tgt != 0) begin
            registers[tgt] <= write_data;
        end
    end
endmodule
### run.sh
#!/bin/bash
# OpenROAD 26Q1-2900-gdf79404cd8, Yosys 0.63+post, stock flow scripts
make -C /OpenROAD-flow-scripts/flow DESIGN_CONFIG=/design/flow/config.mk WORK_HOME=/design/flow/orfs finish
### config.mk
export PLATFORM = sky130hd
export DESIGN_NAME = register_file
export DESIGN_NICKNAME = register_file
export VERILOG_FILES = /design/flow/design.v
export SDC_FILE = /design/flow/constraint.sdc
export NUM_CORES = 4
export LEC_CHECK = 1
export CORE_UTILIZATION = 50
==> Changelog: implementation <==
### Physical design

- Status: finished, final reports clean
- Max_cap viols: 0
- Floorplan utilization: 52.0%
- Pint: 1.94 mW
- Sequential fraction of design power: 48.9%
- Post-CTS setup buffers: 0
- Count leader, synth: edfxtp_1
- CTS Hold Bufs: 0
- Cell Area, Placed: 6840 um^2
- Final hold violation count: 0
- Die Area: 12500 um^2
- Aoi share: 0%
- Crit-path leading delay family: buffers and inverters
- Largest net degree at the start of global routing: 33
- Distinct cell type count after synthesis: 12
- Combinational Power Share: 9.7%
- # Cells Yosys: 255
- Syn. warnings: 1
- Largest regs: registers (128)
- GRT Util Overall: 21.3%
- Post-synthesis mux area share: 33.3%
- CP cell instances: buf_2 > buf_4 > mux4_1 > mux2_2 > clkdlybuf4s50_1
- Layout cells sized above 1: 22.4%
- Reg clk slew, reported paths: 0.05 ns
- TritonCTS buffer count: 17
- Detail Placement HPWL: 6.26 mm
- Crit path kind: input pin to output pin
- Max Transition Viols Final: 0
- Post-Synthesis Cells: 255
- Number of flip-flops in the largest register: 128
- Root buffer cell: clkbuf_16
- Worst ir drop on vdd: 190 uV
- Worst Max-Slew Pin Slew: 0.698 ns
- Final cell count without fillers: 500
- Mapped cell area: 6040 um^2
- CP max stage delay: 0.55 ns
- YS chip area: 6040 um^2
- DR pass1 iterations: 17
- Mean Syn Cell Area: 23.7 um^2
- Final Cell Area: 7350 um^2
- Largest register by flop count: registers
- Number of enable flip-flop cells: 128
- Antenna diode count: 0
- Worst EP arrival: 3.16 ns
- Post-DRT Antenna Nets: 0
- RSZ-0062 raised after global routing: false
- IO Pins: 59
- Grt ovf: 0
- Sink Count: 128
- Drt total wl: 11.1 mm
- Post-CTS Resized: 0
- WP data required: 4.24 ns
- Die Ht: 112 um
- Setup TNS: 0 ns
- Via density: 5.93
- Port bufs: 58
- Leak: 2.57 nW
- Synth top cells by count: 128 x edfxtp_1, 56 x mux4_1, 32 x mux2_2
- Setup violators final: 0
- Pwr dens: 326 nW/um^2
- Sw Share: 19.1%
- Via count: 2967
- Adder Area Share: 0%
- Starting DRT DRC Count: 83
- Dpl cells: 468
- Cells on Worst Hold Path: 1
- Top comb family, area: multiplexers
- Top cell area share: 63.6%
- TritonCTS clock tree: yes
- Bufs and invs on worst path: 3
- Initial antenna violation count: 0
- Rows: 39
- Top cells by area: edfxtp_1 64%, mux4_1 24%, mux2_2 6.0%, mux4_2 3.0%, buf_6 1.5%
- Register area: 3840 um^2
- Die X: 112 um
- Vias in the first global route: 3214
- Min-Delay Path Class: input pin to flip-flop
- Clk network pwr share: 41.4%
- Area Overhead vs Synth: 21.6%
- Fill count: 804
- Peak Freq: 237 MHz
- Fin crit period: 4.22 ns
- Psw: 458 uW
- OpenROAD warnings: 26
- Max-slew headroom: 53.5%
- Crit path max fanout: 22
- CTS HTree Levels: 4
- First-pass GRT wire length: 16.9 mm
- Crit end category: output pin
- Seq share, synth: 63.6%
- Logic area: 2130 um^2
- Crit-path slowest cell: mux4_1
- XORs/XNORs by Area: 0%
- Drt wl/cell: 22.2 um
- Gpl congestion: 0.816
- Crit path depth: 5
- Synth Register Bits: 128
- Asr flop ratio synth: 0%
- Synth Flop Type: edfxtp_1
- Tcrit/Tclk final: 79.6%
- DRC: 0
- Nature of the critical path startpoint: input pin
- Core Region: 11600 um^2
- Biggest area consumer among synthesized cells: edfxtp_1
- Max clock buf depth: 2
- Simple-gate share of the synthesized area: 0.890%
final cells by class:
| cell class | count | share of cell area [%] |
|---|---|---|
| multi-input combinational | 124 | 29.0 |
| sequential | 128 | 52.3 |
| clock inverter | 11 | 0.987 |
| timing repair buffer | 73 | 9.30 |
| tap | 143 | 2.43 |
| clock buffer | 21 | 5.99 |
per-stage QoR:
step / hold slack [ns] / utilization, % / power, mW / setup slack (ns)
3_3_place_gp: 1.79 / 58.9 / 1.42 / 1.08
2_1_floorplan: 1.16 / - / 1.31 / 2.16
3_5_place_dp: 1.79 / 58.9 / 1.43 / 1.07
6_report: 1.38 / 63.3 / 2.39 / 1.08
4_1_cts: 1.36 / 63.3 / 2.42 / 1.05
5_1_grt: 1.39 / 63.3 / 2.48 / 0.954
path summary, 6_finish.rpt:
kind | startpoint | endpoint | slack (ns)
max | src2[0] | src2_val[7] | 1.08
min | write_data[5] | registers[0][5] | 1.38
metal layers:
metal	part of all wire [%]	vias up	global-route usage (%)	wire length, um
li1	-	1339	-	-
met1	38	1492	30.6	4180
met2	51	130	32.6	5680
met3	10	6	12.9	1140
met4	0.77	0	1.96	85
met5	0	-	0	0
cell families after synthesis:
kind of cell / Yosys count
DFF: 128
other: 1
muxes: 96
buffers and inverters: 18
and+or+nand+nor: 12
power by group through the flow:
stage	Sequential (mW)	Clock, mW	Combinational, mW
4_1_cts	1.17	1.01	0.236
5_1_grt	1.18	1.05	0.250
6_report	1.17	0.992	0.231
layout by cell type (no fill, tap or decap):
cell and instances:
mux2_2 32, buf_4 15, clkinv_1 6, clkbuf_1 4, nor3_2 1, nor2_1 6, conb_1 16, clkbuf_16 17
mux4_2 8, edfxtp_1 128, nand2b_1 3, buf_2 2, bufinv_16 1, clkdlybuf4s50_1 56, clkinv_2 4, mux4_1 56
nand2_1 2
Power is estimated from default activity; no workload was simulated.
